**design/flow/run.sh**
```bash
#!/bin/bash
# OpenROAD 26Q1-2900-gdf79404cd8, Yosys 0.63+post, stock flow scripts
make -C /OpenROAD-flow-scripts/flow DESIGN_CONFIG=/design/flow/config.mk WORK_HOME=/design/flow/orfs finish
```
**design/flow/config.mk**
```make
export PLATFORM = sky130hd
export DESIGN_NAME = counter
export DESIGN_NICKNAME = counter
export VERILOG_FILES = /design/flow/design.v
export SDC_FILE = /design/flow/constraint.sdc
export NUM_CORES = 4
export LEC_CHECK = 1
export CORE_UTILIZATION = 30
```
**design/flow/constraint.sdc**
```tcl
current_design counter

set clk_period 3.7
set clk_io_pct 0.2

create_clock -name clk0 -period $clk_period [get_ports {clk}]

set non_clock_inputs [all_inputs -no_clocks]
set_input_delay [expr $clk_period * $clk_io_pct] -clock clk0 $non_clock_inputs
set_output_delay [expr $clk_period * $clk_io_pct] -clock clk0 [all_outputs]
```
**design/flow/design.v**
```verilog
module counter (
	input clk,
	input restart,
	output reg [value_bits:0] value
);
parameter increment_every = 1;
parameter increment_bits = 15;
parameter value_bits = 23;
reg [increment_bits:0] internal_counter = 0;
always @(posedge clk or posedge restart)
	if (restart) begin
		internal_counter <= 0;
		value <= 0;
	end else
		if (internal_counter == (increment_every - 1)) begin
			internal_counter <= 0;
			value <= value + 1;
		end else
			internal_counter <= internal_counter + 1;
endmodule
```
==> impl_metrics.json <==
{
  "min_to": "internal_counter[15]",
  "tns_ns": 0,
  "post_synth_num_cell_types": 25,
  "clk_latency_ns": 0.29,
  "combPwrFrac_pct": 1.3,
  "cp.arrival_ns": 1.23,
  "worstPathRequired_ns": 2.96,
  "ys_seq_share_pct": 55.1,
  "ys_warn_count": 1,
  "synthCells": 163,
  "reg2regPathDepth": 7,
  "hold_class": "flip-flop to flip-flop",
  "cts_root_buf": "clkbuf_8",
  "grt_setup_unrepaired": "false",
  "largest_area_cell": "dfrtp_1",
  "peakVddDrop_uv": 161,
  "max_stage_delay_ns": 0.50,
  "gp_congestion": 0.781,
  "die_y_microns": 79.8,
  "final_antenna_net_count": 0,
  "ys_cells": 163,
  "cts_setup_buffers": 0,
  "h-tree-depth": 2,
  "clkTransAtPathRegs_ns": 0.07,
  "reg2reg_from": "internal_counter[0]",
  "wl_per_cell_microns": 11.9,
  "initCoreUtil_pct": 32.0,
  "critical_path.top_delay_family": "buffers and inverters",
  "cp_cell_sequence": "clkdlybuf4s50_1",
  "power.total_w": 0.000740,
  "worst_slew_pin_slew_ns": 0.496,
  "final-hold-violation-count": 0,
  "finalClockSkew_ns": 0.0104,
  "max_slew_margin_pct": 66.9,
  "routed_wl_mm": 3.17,
  "cts-resized-gates": 0,
  "drt-pass1-iter-count": 4,
  "crit_path_start_kind": "flip-flop",
  "hold_start": "internal_counter[15]",
  "power.leakage_nw": 1.01,
  "area_leaders": "dfrtp_1 55%, xnor2_1 13%, xor2_1 5.3%, nor2_1 3.7%, nand3_1 3.3%",
  "syn2layout_area_growth_pct": 23.8,
  "chipArea_sq_um": 6370,
  "log.warning_count": 26,
  "crit_buf_inv": 1,
  "whs_path_depth": 1,
  "cts_inserted_buffers": 5,
  "setup.worst_path.class": "flip-flop to output port",
  "syn_avg_cell_area_sq_um": 11.1,
  "design.core.area_sq_um": 5680,
  "dieWidth_microns": 79.8,
  "port_buffers": 25,
  "io-pin-count": 26,
  "grt_use_total_pct": 11.4,
  "ys_ff": 40,
  "drv_cap": 0,
  "synth_area_sq_um": 1820,
  "drt-vias-per-instance": 4.55,
  "pwr-share-clk_pct": 39.7,
  "slowest_stage": "clkdlybuf4s50_1",
  "cts_buffer_depth": 2,
  "timing.fmax_mhz": 507,
  "min_period_over_period_pct": 53.3,
  "power_switching_w": 0.000153,
  "antenna_found_initial": 0,
  "power_density_nw_per_um2": 329,
  "grt_pass1_wl_mm": 5.56,
  "p_int_w": 0.000587,
  "finalMaxSlewViolations": 0,
  "setup_viol": 0,
  "overflow": 0,
  "switching_share_pct": 20.7,
  "cts_sinks": 40,
  "ys_chip_area_sq_um": 1820,
  "grt_max_degree": 41,
  "cts_tree": "done",
  "crit_fanout": 6,
  "dp_hpwl_mm": 2.22,
  "r2r_setup_slack_ns": 1.77,
  "drive_above_1_share_pct": 9.23,
  "drc": 0,
  "vias": 1215,
  "num_antenna_cells": 0,
  "ctsHoldBuffers": 0,
  "first_iter_violations": 67,
  "period_minus_slack_ns": 1.97,
  "end_kind": "output port",
  "worstReg2RegEnd": "value[9]",
  "outcome": "complete, no violations",
  "seqPwrFrac_pct": 59.0,
  "num_rows": 27,
  "yosysTopAreaCellShare_pct": 55.1,
  "grt_pass1_vias": 1163
}
==> area by class of cell <==
| type | instances | area [sq um] |
|---|---|---|
| clock buffers | 6 | 82.6 |
| clock inverters | 2 | 10.0 |
| fillers | 558 | 3430 |
| inverters | 7 | 26.3 |
| multi-input cells | 114 | 779 |
| flip-flops and latches | 40 | 1000 |
| well taps | 72 | 90.1 |
| repair buffers | 26 | 258 |
==> layout by cell type (no fill, tap or decap), types with 2 or more instances in the layout <==
cell type	n
and3_1	4
nand4_2	2
nor2_1	18
inv_1	7
clkinv_2	2
clkdlybuf4s50_1	25
xor2_1	11
nand4_1	8
and4_1	3
nand2_1	15
nor4_1	2
clkbuf_8	6
nand3_1	12
xnor2_1	26
ha_1	3
dfrtp_1	40
==> worst max-delay path by stage <==
stage	from	to	slack, ns	depth (start not counted)
after global routing	internal_counter[0]	value[9]	1.55	7
after CTS	value[7]	value[7]	1.71	1
final	value[7]	value[7]	1.73	1
==> logic make-up (layout without fill, tap and decap cells) <==
family                     Yosys count  after routing  share of synthesized area, %
xor gates and xnor gates            37             37                          17.8
adders and majority gates            3              3                          2.07
buffers and inverters                9             41                          1.93
DFF                                 40             40                          55.1
muxes                                1              1                         0.620
and+or+nand+nor                     73             73                          22.4
==> power by group through the flow <==
stage         Sequential, W  Combinational [W]  Clock [W]
global route       0.000437          0.0000121   0.000324
finish             0.000437         0.00000994   0.000294
CTS                0.000437          0.0000110   0.000304
==> metal layers <==
metal	track usage [%]	vias to the layer above	wire, microns
li1	-	607	-
met1	19.1	572	1710
met2	15.9	29	1280
met3	1.86	7	116
met4	1.96	0	65
met5	0	-	0
==> stage by stage <==
step,setup WS [ns],hold slack (ns),instances,utilization (%),area (sq um)
after floorplan,2.04,0.420,163,-,1820
after global placement,1.78,0.462,259,38.0,2150
after detailed placement,1.78,0.458,259,38.0,2150
after CTS,1.71,0.480,267,39.6,2250
after global routing,1.55,0.498,267,39.6,2250
final,1.73,0.475,267,39.6,2250
==> state kept, by name (all words and copies together), names as in the netlist <==
name              flops
internal_counter     16
value                24
==> cells in the mapped netlist, drive strengths merged <==
library cell / number
and2: 1
and3: 5
and4: 3
buf: 1
clkbuf: 1
dfrtp: 40
ha: 3
inv: 7
mux2: 1
nand2: 15
nand2b: 1
nand3: 12
nand4: 10
nor2: 18
nor2b: 1
nor3: 3
nor4: 2
nor4b: 1
or2: 1
xnor2: 26
xor2: 11
No activity file was given, so power comes from the tool's default toggle rates.
