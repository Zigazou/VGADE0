==> flow/config.mk <==
export PLATFORM = sky130hd
export DESIGN_NAME = temoin
export DESIGN_NICKNAME = temoin
export VERILOG_FILES = /design/flow/design.v
export SDC_FILE = /design/flow/constraint.sdc
export NUM_CORES = 4
export LEC_CHECK = 1
export CORE_UTILIZATION = 30
==> flow/constraint.sdc <==
current_design temoin

set clk_period 12.8
set clk_io_pct 0.2

create_clock -name clk0 -period $clk_period [get_ports {clk}]

set non_clock_inputs [all_inputs -no_clocks]
set_input_delay [expr $clk_period * $clk_io_pct] -clock clk0 $non_clock_inputs
set_output_delay [expr $clk_period * $clk_io_pct] -clock clk0 [all_outputs]
==> flow/run.sh <==
#!/bin/bash
# OpenROAD 26Q1-2900-gdf79404cd8, Yosys 0.63+post, stock flow scripts
make -C /OpenROAD-flow-scripts/flow DESIGN_CONFIG=/design/flow/config.mk WORK_HOME=/design/flow/orfs finish
==> flow/design.v <==
module temoin (
	input wire clk,
	input wire reset,
	input wire signal,
	output reg light
);
reg [31:0] counter;
initial begin
	counter = 0;
	light = 0;
end
always @(posedge clk)
	if (reset) begin
		counter <= 0;
		light <= 0;
	end else
		if (signal) begin
			counter <= 32'd20_000_000;
			light <= 1'b1;
		end else
			if (counter == 32'd0)
				light <= 1'b0;
			else
				counter <= counter - 32'd1;
endmodule
==> notes.md <==
The run has ended; figures from its reports follow.

The final-report hold violation count came out at 0. The number of antenna violations at the first check in global routing is 0. The total of hold buffers inserted after clock tree synthesis came out at 0. The post-layout worst setup margin came out at 9.05 ns. Grouping stages by cell kind, the critical path spends the most delay in buffers and inverters.

The number of buffers and inverters on the critical path came out at 1. The final layout report lists a filler cell count of 543. The count of boundary I/O pins is 4. The total negative slack is 0 ns. The final-report setup violation count is 0. The sequential cell area fraction in the yosys report came out at 39.2%. The post-cts sizing count is 0. The floorplan step set the die height to 77.0 microns. The dominant register cell is sky130_fd_sc_hd__dfxtp_1. The top cell type by area accounts for 39.2% of the synthesized area. In this build the clock could be raised as far as 0.267 GHz. Per the timing report, the biggest fanout along the worst path comes to 20. The average wire length per cell after detail routing came out at 13.0 microns. The first TritonRoute pass finished after 4 iterations. The synthesized instance count is 182. The critical path is of the in2reg type. The script extracted a total leakage power of 0.621 nW. The chip area estimate from yosys synthesis is 1690 sq um. The number of buffers inserted during clock tree synthesis is 5. Looking at the post-CTS report, the setup buffer insertion count equals 0.

In this run the full chip footprint comes out at 5920 sq um. The worst setup path is captured at a flip-flop. The first global-routing pass estimated 5830 microns of wire. The remaining global-route overflow is 0. The critical path goes through clkdlybuf4s50_1, or2_2, a211oi_1. The row count is 26. The post-placement worst setup slack came out at 8.75 ns. Across the run, the number of max-cap violations was 0. The headroom to the max-slew limit came out at 42.6%. The worst setup path is launched from an input port.

The via count came out at 1,400. The post-synth tally of flip-flops with integrated enable came out at 0. Setup repair after global routing left no endpoint under its margin. The analysis reports a worst IR drop on VDD of 80.3 uV. The overall routing resource usage came out at 12.1%.

The fraction of layout cells with a size suffix above 1 came out at 18.8%. At the end of routability-driven placement, the weighted congestion stood at 0.780. The count of clock tree sinks is 33. The horizontal die dimension came out at 77.0 microns. Nets still carrying antenna violations after routing amount to 0. After synthesis, the cell types taking the most area are sky130_fd_sc_hd__dfxtp_1, sky130_fd_sc_hd__a21oi_1, sky130_fd_sc_hd__o31ai_1. The worst hold path class is reg2reg. The layout-stage area growth over the synthesis result is 9.21%. The clock network latency to the later pin of the worst-skew pair is 0.28 ns. The delay of the slowest critical-path stage is 0.61 ns.

The post-synthesis instance area came out at 1690 sq um. After layout, the minimum clock period comes to 3.75 ns. The tally of OpenROAD warnings is 26. The mean area per synthesized cell came out at 9.26 sq um. The core utilization before placement came out at 32.0%. The area of the core is 5270 sq um. The quantity of I/O buffers inserted on ports came out at 3. The per-cell via count in the routed design is 5.47. CTS placed an instance of sky130_fd_sc_hd__clkbuf_8 at the clock tree root. The largest net degree at the start of global routing is 24. The critical path's slowest stage uses the library cell sky130_fd_sc_hd__clkdlybuf4s50_1. The total power divided by cell area is 130 nW/um^2. For this run, the number of standard cells in the final layout without fillers is 256.

No sink is reached through more buffers than the 2 on the longest clock path. The flow ran to the end, and the final reports show no timing, DRC or antenna violations. The CTS H-tree depth came out at 2. The pin slew with the least headroom to its limit came out at 0.861 ns. The number of different library cells in the post-synthesis netlist is 40. The via count of the first global-routing pass is 1,264. The number of placed instances, taps included, is 249. The warning tally printed by Yosys for this design is 1. Summed over all instances, the cell type with the most area after synthesis is sky130_fd_sc_hd__dfxtp_1. The worst clock skew on the final layout is 0.00475 ns.

The routed design has 3320 microns of wire. The yosys cell count is 182. The part of the cycle the worst path needs is 29.3%. The number of antenna repair diodes is 0. The initial DRC count came out at 108. On the critical path the data arrives at 3.95 ns. The final timing report lists a max-slew violation count of 0. The estimated wirelength of the detail-placed design came out at 2220 microns. The data required time at the worst endpoint came out at 13.00 ns. The flip-flop and latch count after synthesis is 33. The registers of the reported paths see a clock transition of 0.06 ns. The async set-or-reset flop fraction in the synthesized netlist came out at 0%.

The number of remaining DRC errors is 0. The power after layout came out at 239 uW. The TritonCTS clock tree is built.
[registers in the layout, summed over array words and instances (netlist names)]
name and count:
light 1, counter 32
[power by group]
part           switching (mW)  total [mW]  internal [mW]
Combinational          0.0279      0.0473         0.0194
Clock                  0.0349      0.0775         0.0426
Sequential            0.00598       0.115          0.109
[metrics by stage]
stage	area [sq um]	util, %	hold WS (ns)
final	1840	34.9	0.474
after global routing	1840	34.9	0.498
after CTS	1840	34.9	0.478
after detailed placement	1750	33.3	0.470
after global placement	1750	33.3	0.467
after floorplan	1690	-	0.428
[worst min-delay path, delay by kind of cell, from the launching register on]
| kind | cells | cell delay [ns] |
|---|---|---|
| flip-flops | 1 | 0.32 |
| AND-OR/OR-AND | 2 | 0.11 |
[cells in the mapped netlist, types with 4 or more instances]
library cell	instances
sky130_fd_sc_hd__or4_2	5
sky130_fd_sc_hd__buf_6	4
sky130_fd_sc_hd__a21oi_1	18
sky130_fd_sc_hd__nor3_1	4
sky130_fd_sc_hd__or3_2	7
sky130_fd_sc_hd__o21ai_1	8
sky130_fd_sc_hd__dfxtp_1	33
sky130_fd_sc_hd__or2_2	5
sky130_fd_sc_hd__nor2_1	9
sky130_fd_sc_hd__nor4_1	6
sky130_fd_sc_hd__nand2_1	6
sky130_fd_sc_hd__o31ai_1	11
sky130_fd_sc_hd__or3_1	10
sky130_fd_sc_hd__or4_1	10
sky130_fd_sc_hd__a31oi_1	6
[placed cells by master, fill, tap and decap left out, drive strengths merged, types with 4 or more instances in the layout]
cell type	count
or2	5
nor4	6
nor2	9
a31oi	6
dfxtp	33
o31ai	12
or4	18
clkbuf	7
nand2	6
or3	17
o21ai	11
a21oi	19
nor3	4
[final timing paths]
check	start	end	slack, ns	cells after the start
worst min-delay path	counter[22]$_SDFFE_PP0P_	counter[22]$_SDFFE_PP0P_	0.47	2
worst max-delay path	reset	counter[1]$_SDFFE_PP0P_	9.05	3
worst max register to register	counter[0]$_SDFFE_PP0P_	counter[16]$_SDFFE_PP0P_	9.95	7
worst min register to register	counter[22]$_SDFFE_PP0P_	counter[22]$_SDFFE_PP0P_	0.47	2
[cell families (layout without fill, tap and decap cells)]
group                    Yosys count  in the layout  share of synthesized area [%]
multiplexers                       2              2                           1.19
flip-flops                        33             33                           39.2
adder cells (fa/ha/maj)            2              2                           1.48
XOR/XNOR                           3              3                           1.56
AND-OR/OR-AND                     58             58                           24.3
buffers and inverters             10             14                           4.01
AND/OR/NAND/NOR                   74             74                           28.3
[layout make-up]
| class | count | area [sq um] | area share [%] |
|---|---|---|---|
| Multi-Input combinational cell | 139 | 957 | 52.0 |
| Sequential cell | 33 | 661 | 35.9 |
| Inverter | 3 | 11.3 | 0.612 |
| Timing Repair Buffer | 4 | 37.5 | 2.04 |
| Clock buffer | 7 | 86.3 | 4.69 |
| Tap cell | 70 | 87.6 | 4.76 |
[routing by layer]
metal  vias up  global-route usage (%)  part of all wire [%]
li1        721                       -                     -
met2        13                    19.2                    44
met1       658                    17.5                    51
met4         0                    2.12                   2.1
met5         -                       0                     0
met3         8                    2.42                   2.4
Power and IR drop assume default switching activity.
